$ cat design/flow/config.mk
export PLATFORM = sky130hd
export DESIGN_NAME = uart_tx
export DESIGN_NICKNAME = uart_tx
export VERILOG_FILES = /design/flow/design.v
export SDC_FILE = /design/flow/constraint.sdc
export NUM_CORES = 4
export LEC_CHECK = 1
export CORE_AREA = 10 10 103 103
export DIE_AREA = 0 0 113 113
$ cat design/flow/constraint.sdc
current_design uart_tx

set clk_period 2.4
set clk_io_pct 0.2

create_clock -name clk0 -period $clk_period [get_ports {clk}]

set non_clock_inputs [all_inputs -no_clocks]
set_input_delay [expr $clk_period * $clk_io_pct] -clock clk0 $non_clock_inputs
set_output_delay [expr $clk_period * $clk_io_pct] -clock clk0 [all_outputs]
$ cat design/flow/design.v
`timescale 1ns / 1ps
module uart_tx 
    #(parameter CLKS_PER_BIT = 217)
    (
        input clk,                   
        input data_ready,            
        input [7:0] byte_trans,      
        output trans_active,         
        output reg data_out,         
        output done_sig              
    );
    (* MARK_DEBUG = "TRUE" *) logic [7:0] counter_TX = 0;
    reg [2:0] index = 0;
    reg       trans_active_reg = 0;
    reg [7:0] byte_trans_reg;
    reg       done_reg = 0;
    enum reg[4:0] {
        waiting = 5'b00001,
        start = 5'b00010,
        trans_data = 5'b00100,
        stop = 5'b01000,
        done = 5'b10000        
    } state;
    always @(posedge clk) begin
        data_out <= 1;
        done_reg <= 0;
        case(state) 
            waiting: 
                begin
                    if (data_ready) state <= start;
                    else state <= waiting;
                end
            start:
                begin
                    data_out <= 0;                       
                    if (counter_TX < 8'd87) begin    
                        counter_TX <= counter_TX + 1;
                        byte_trans_reg <= byte_trans;
                        state <= start;
                    end
                    else begin
                        counter_TX <= 0;
                        state <= trans_data;
                        trans_active_reg <= 1;
                    end
                end
            trans_data:
                begin
                    data_out <= byte_trans_reg[index];   
                    if (counter_TX < 8'd87) begin
                        counter_TX <= counter_TX + 1;          
                    end
                    else begin
                        counter_TX <= 0;
                        if (index < 7) begin
                            index <= index + 1;          
                        end
                        else if (index == 7) begin
                            index <= 0;                  
                            state <= stop;               
                        end
                    end
                end
            stop:                                        
                begin
                    if (counter_TX < 8'd87) begin
                        data_out <= 1'b1;
                        counter_TX <= counter_TX + 1;
                    end
                    else 
                        if (counter_TX == 8'd87) begin
                        counter_TX <= 0;
                        trans_active_reg <= 0;
                        done_reg <= 1;
                        state <= done;
                    end
                end
            done:
                begin
                    trans_active_reg <= 0;
                    state <= waiting;  
                end       
            default: state <= waiting;
        endcase                   
    end
    assign trans_active = trans_active_reg;
    assign done_sig = done_reg;
endmodule
$ cat design/flow/run.sh
#!/bin/bash
# OpenROAD 26Q1-2900-gdf79404cd8, Yosys 0.63+post, stock flow scripts
make -C /OpenROAD-flow-scripts/flow DESIGN_CONFIG=/design/flow/config.mk WORK_HOME=/design/flow/orfs finish
==> flow_summary_export.csv <==
group,metric,value,unit
run_status,run_status,"finished, final reports clean",
route,dr.first_iter.drc_count,38,
route,wl_per_cell,9.16,um
route,route.detailed.drc,0,
grt,grt_pass1_vias,763,
cts,cts-htree-levels,1,
die,io_pins,13,
final_timing,setup_slack,408,ps
worst_setup_path,critPathKind,"reg2reg",
cts,cts_made_buffers,3,
final_timing,fmax,502,MHz
cts,postCtsSetupBuffers,0,
worst_setup_path,rr_worst_depth,5,
cts,cts.sinks,27,
yosys,ys_cells,97,
yosys,netlist_area,1250,sq um
yosys,yosysChipArea,1250,sq um
final_timing,finalSetupTns,0,ps
cts,cts_resized,0,
worst_setup_path,r2r_end,"state[2]",
grt,grt_max_degree,16,
yosys,ys_warn_count,1,
final_timing,fin_crit,1990,ps
final_timing,hold_viol_final,0,
cts,cts_tree,"done",
die,die_w,113,um
worst_setup_path,path_max_fanout,5,
worst_setup_path,reg2reg_slack,410,ps
pwr,p_leak,0.000547,uW
place,gp_congestion,0.810,
route,route.antenna.diode_count,0,
route,antenna_left,0,
die,die_h,113,um
route,drt_wl_total,2020,um
worst_setup_path,setup.worst_path.start,"counter_TX[0]",
final_timing,drv_slew,0,
cells_and_area,syn_to_final_growth,25.2,%
cells_and_area,fill_cells,883,
cells_and_area,final_cell_mix,"25 x edfxtp_1, 12 x clkdlybuf4s50_1, 11 x nor2_1, 7 x a21oi_1, 6 x inv_1",
min_path,min_path_type,"reg2reg",
place,place_ws,447,ps
cts,cts_buffer_depth,2,
worst_setup_path,endpoint,"state[2]",
worst_setup_path,crit_required,2320,ps
die,die-area,12800,sq um
cts,clk_latency,260,ps
final_timing,max_slew_margin,0.668,
job,log.warning_count,25,
die,core,8300,sq um
yosys,top_area_cell,"edfxtp_1",
route,routed.top_layer,"met4",
worst_setup_path,critPathCaptureType,"flip-flop",
die,fp_util,0.151,
yosys,syn_inst,97,
yosys,ys_ff,27,
route,dr.pass1.iters,4,
worst_setup_path,cp.arrival,1910,ps
final_timing,fin_crit_sh,0.830,
yosys,ys_types,32,
grt,track_usage,0.0319,
route,wl_met3,86,um
cells_and_area,lay_top_count,"edfxtp_1",
final_timing,worst_pin_slew,494,ps
die,fp-row-count,33,
worst_setup_path,worstSetupStartpointType,"flip-flop",
worst_setup_path,r2r_start,"counter_TX[0]",
cts,path_clk_slew,90,ps
place,portBuffers,12,
final_timing,skew,1.58,ps
pwr,power_density,831,nW/um^2
yosys,area_leaders,"edfxtp_1 60%, mux4_2 3.6%, nor2_1 3.3%, dfxtp_1 3.2%, ha_1 3.0%",
job,maxCapViolCount,0,
route,met1_length,987,um
yosys,ys_seq_frac,0.632,
yosys,synth.avg_cell_area,12.9,sq um
cts,cts_hold_buf,0,
route,vias,763,
cts,cts-root-buf,"clkbuf_8",
grt,overflow,0,
grt,antenna_found_initial,0,
yosys,top_area_frac,0.600,
route,wl_met2,894,um
final_timing,rsz0062_at_grt,"no",
grt,grt_pass1_wl,3530,um
pwr,ir_drop,0.000308,V
route,vias_per_cell,3.47,
final_timing,setup_violations,0,
cells_and_area,drive_gt1_frac,0.104,
## worst min-delay path by stage
stage / from / endpoint / slack, ps / cells past startpoint
after global routing: counter_TX[7] / counter_TX[6] / 610 / 1
final: counter_TX[7] / counter_TX[6] / 590 / 1
after CTS: counter_TX[7] / counter_TX[6] / 590 / 1
## report_power, final
part	switching, uW	leakage [uW]	internal (uW)	total [uW]
Clock	130	0.0000255	116	246
Combinational	162	0.000265	164	325
Sequential	89.7	0.000256	640	730
Total	382	0.000547	919	1300
## synthesized netlist by cell type
| master | instances |
|---|---|
| mux4_2 | 2 |
| nor4_1 | 1 |
| nand2b_1 | 2 |
| conb_1 | 1 |
| nor3_1 | 2 |
| o21ai_0 | 3 |
| ha_1 | 3 |
| inv_1 | 6 |
| o21a_1 | 1 |
| a21oi_1 | 7 |
| and2_1 | 2 |
| nor2b_1 | 1 |
| nand2_1 | 5 |
| a211oi_2 | 1 |
| or3_1 | 1 |
| nand3b_1 | 2 |
| o21bai_1 | 1 |
| nor3b_2 | 1 |
| xor2_1 | 4 |
| mux2i_1 | 1 |
| o211a_1 | 1 |
| xnor2_1 | 1 |
| buf_2 | 1 |
| dfxtp_1 | 2 |
| nor4b_1 | 1 |
| nand3_1 | 4 |
| edfxtp_1 | 25 |
| o211ai_1 | 1 |
| or3b_1 | 1 |
| a21o_1 | 1 |
| nor2_1 | 11 |
| or3_4 | 1 |
## per-stage QoR
step | hold slack, ps | total power (uW) | utilization | area (sq um) | std cells
3_5_place_dp | 577 | 1070 | 0.183 | 1520 | 216
5_1_grt | 609 | 1400 | 0.189 | 1570 | 220
4_1_cts | 593 | 1320 | 0.189 | 1570 | 220
6_report | 593 | 1300 | 0.189 | 1570 | 220
3_3_place_gp | 574 | 1070 | 0.183 | 1520 | 216
2_1_floorplan | 547 | 950 | - | 1250 | 97
## per-layer routing
layer,vias up,track usage
li1,392,-
met1,352,0.0432
met2,17,0.0507
met3,2,0.00694
met4,0,0.00846
met5,-,0
## cells by family after synthesis
group           Yosys count  share of synthesized area
flops                    27                      0.632
mux                       3                     0.0440
buf+inv                   7                     0.0220
other cells               1                    0.00300
compound gates           16                     0.0820
fa+ha+maj                 3                     0.0300
simple gates             35                      0.152
xor+xnor                  5                     0.0350
## worst max-delay path, cell delays in order (launching register included)
cell and delay (ps):
edfxtp_1 390, ha_1 280, nand2_1 100, nor4_1 350
nor2_1 120, a21oi_1 400
## final cells by class
class / instances / area [sq um] / area share
Sequential cell: 27 / 791 / 0.505
Clock buffer: 3 / 41.3 / 0.0264
Timing Repair Buffer: 15 / 143 / 0.0911
Tap cell: 105 / 131 / 0.0839
Multi-Input combinational cell: 63 / 433 / 0.276
Inverter: 6 / 22.5 / 0.0144
Clock inverter: 1 / 5.00 / 0.00319
Power figures rest on the tool's default switching activity, not on a simulated workload.
