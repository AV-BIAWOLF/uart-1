[flow/config.mk]
export PLATFORM = sky130hd
export DESIGN_NAME = uart_rx
export DESIGN_NICKNAME = uart_rx
export VERILOG_FILES = /design/flow/design.v
export SDC_FILE = /design/flow/constraint.sdc
export NUM_CORES = 4
export LEC_CHECK = 1
export CORE_UTILIZATION = 30
[flow/constraint.sdc]
current_design uart_rx

set clk_period 5.5
set clk_io_pct 0.2

create_clock -name clk0 -period $clk_period [get_ports {clk}]

set non_clock_inputs [all_inputs -no_clocks]
set_input_delay [expr $clk_period * $clk_io_pct] -clock clk0 $non_clock_inputs
set_output_delay [expr $clk_period * $clk_io_pct] -clock clk0 [all_outputs]
[flow/design.v]
`timescale 1ns / 1ps
module uart_rx
    #(parameter CLKS_PER_BIT = 217)
    (
        input clk,
        input data_in = 1,
        output [7:0] byte_recv,
        output recv_valid
    );
    reg data_in_reg_1;
    reg data_in_reg_2;
    reg [7:0] byte_recv_reg;
    reg recv_valid_reg;
    always @(posedge clk) begin
        data_in_reg_1 <= data_in;
        data_in_reg_2 <= data_in_reg_1;
    end
    enum reg [2:0]{
        waiting = 3'b001,
        start   = 3'b010,
        recive  = 3'b011,
        stop    = 3'b100,
        done    = 3'b101
    }state;
    reg [9:0] counter_RX = 0;
    reg [7:0] counter_numbers = 0;
    reg [2:0] index = 0;
    reg       done_reg = 0;
    logic nul_num;
    logic [3:0] count_W;
    always @(posedge clk) begin
        case(state)
            waiting:     
                begin
                    recv_valid_reg <= 0;
                    nul_num <= 0;
                    if (data_in_reg_2 == 0)     state <= start;
                end
            start:
               begin
                    counter_RX <= counter_RX + 1;
                    if (counter_RX == (CLKS_PER_BIT - 1) / 2) begin   
                        nul_num <= data_in_reg_2;   
                    end
                    if (counter_RX == (CLKS_PER_BIT - 1)) begin     
                        if (nul_num == 1'b0) begin
                            counter_RX <= 0;  
                            state   <= recive;  
                        end else begin
                            state <= waiting;  
                        end
                    end
                end
            recive:
                begin
                    if (counter_RX < CLKS_PER_BIT) begin   
                            counter_RX <= counter_RX + 1;
                            state <= recive; 
                        end
                    else begin 
                        counter_RX <= 0;
                        byte_recv_reg[index] <= data_in_reg_2;
                        if (index < 7) begin  
                            index <= index + 1;
                            state <= recive;
                        end
                        else begin 
                            index <= 0;
                            state <= stop;
                        end
                    end
                end
            stop:
                begin
                    if (counter_RX < CLKS_PER_BIT) begin  
                        counter_RX <= counter_RX + 1;
                    end else begin
                        if (data_in_reg_2 == 1) begin    
                            recv_valid_reg <= 1;         
                            counter_RX <= 0;                
                            state <= done;               
                        end else begin
                            counter_RX <= 0;                
                            state <= waiting;            
                        end
                    end
                end
            done: 
                begin
                    recv_valid_reg <= 0; 
                    state <= waiting;  
                    byte_recv_reg <= 0;
                end              
            default: state <= waiting;       
        endcase
    end
    assign byte_recv = byte_recv_reg;
    assign recv_valid = recv_valid_reg;
endmodule
[flow/run.sh]
#!/bin/bash
# OpenROAD 26Q1-2900-gdf79404cd8, Yosys 0.63+post, stock flow scripts
make -C /OpenROAD-flow-scripts/flow DESIGN_CONFIG=/design/flow/config.mk WORK_HOME=/design/flow/orfs finish
==> run notes <==
fresh numbers from the pnr run: area of the core 5240 µm², leakage power summed over all cells 0.000678 µW, total global routing overflow 0, areal power density over the cells approximately 650 nW/µm², Max Cap Viol 0, Vias between 1000 and 1500, most instantiated logic cells after routing 26 x edfxtp_1, 17 x nand2_1, 14 x nor2_1, Synth flops 28, library cell with the largest summed area after synthesis edfxtp_1, count of unique library cells instantiated by Yosys 43, most frequent standard cell in the layout excluding fill and tap cells edfxtp_1, Bufs and invs on worst path 0, Top-Level Pins 11, required time reported for the critical path endpoint roughly 5.4 ns, endpoints failing setup 0, global placer's final weighted congestion about 0.86, worst-path cell chain and4bb_1 -> nand4b_1 -> a21o_1 -> a21oi_1, min cycle time layout 2.32 ns, antenna diode count 0, post-layout period usage 42.1%, number of nets with antenna violations after routing 0, critical-path cell with the highest stage delay a21oi_1, number of buffers inserted by port buffering 10, Die X 76.5 µm, final setup TNS 0 ns, CTS hold repair buffers 0, met3 Usage GRT 2.43%, overall routing resource usage 11.7%, Hold/Removal Path Class flop to flop, post-synthesis instance area 1670 µm², vias in the first global route 1110, synth top area cells edfxtp_1 47%, ha_1 6.0%, xnor2_1 4.2%, nand2_1 3.8%, nor3_1 3.6%, maximum number of pins on one net before global-route repair 17, clock slew at reported path FFs 0.09 ns, flip-flops with a built-in enable 26, Final Skew 0.00655 ns, number of cells in Yosys stat between 150 and 200, area of all sequential standard cells about 820 µm², slew at the pin closest to its max-slew limit 0.842 ns, Final Hold Violating Endpoints 0, stage-log warning count 31, share of power burned in registers 43.8%, H-tree depth reported by CTS 1, maximum fanout along the worst path 8, clock latency of the later-clocked register in the worst-skew pair 0.27 ns, share of the synthesized area in the top cell type approximately 47%, buffer cell driving the clock tree root clkbuf_8, synthesized area divided by synthesized cell count 10.5 µm², Synth Warn # 1, number of fill cells 510, buffers inserted during post-CTS setup optimization 0, unrepaired setup endpoints after global routing no, clock share of power 13.0%, ratio of cells with drive above 1 in the final layout 7.14%, number of buffers created by CTS 3, maximum achievable frequency 432 MHz, Net Sw Frac approximately 38%, Synth-to-Final Area Change 14.7%, count of clock tree sinks 28, wire length per cell 12.8 µm, Tot Pwr 1240 µW, startpoint kind of the worst setup timing path flop, flip-flop count of the largest register, all copies and words added 10, most utilized layer in the global route result met1, die area roughly 5900 µm², Remaining DRCs 0, footprint of the multi-input gates between 700 and 800 µm², total wire length 3.04 mm, Arrival @ worst endpoint 2.22 ns, GR Layer Usage met1 just under 20%, Vias per Instance 4.94, starting utilization of the core area 31.8%, Crit Path Class flop to flop, routing usage on met2 roughly 17%, first drt pass iteration count 4, post-cts resize count 0, antenna violations before repair 0, headroom to the max-slew limit a little over two fifths, highest ir drop seen on vdd about 320 µV, logic gate share of total power between 40% and 50%, number of pins with negative max-slew slack in the final report 0, Switching Power 475 µW, family of cells with the greatest summed delay on the critical path AND-OR/OR-AND gates, cell count after synthesis 158, proportion of register bits with asynchronous set or reset after synthesis 0%, HPWL after DPL between 2 and 2.5 mm, Std-Cell Rows 26, TritonCTS clock tree built, cell internal pwr ~760 µW, top_reg_cell synth edfxtp_1, status complete, no violations, delay of the slowest critical-path stage 0.67 ns, number of design-rule violations left by the first detailed-router iteration 72, global-route wire length before repair 5.35 mm, maximum count of clock buffers along a single path 2, crit end category flop, Seq share, synth 49.2%, die boundary height 76.5 µm, yosys-reported design area after synthesis 1670 µm²
==> metal layers <==
layer,vias to the layer above,share of wire [%]
met4,0,1.2
met2,16,43
met1,553,53
met5,-,0
li1,605,-
met3,2,2.9
==> worst reg2reg max path: stages (launching register included) <==
cell	delay, ns
edfxtp_1	0.48
and4bb_1	0.35
nand4b_1	0.22
a21o_1	0.23
a21oi_1	0.67
==> synth_stat cells, drive strengths merged (2+ instances only) <==
master,number
nand4,3
o21ai,3
dfxtp,2
nor2,14
nand3,5
clkbuf,3
nor3b,3
xor2,3
nand4b,2
buf,2
nand2b,2
a21oi,7
nor3,13
a22oi,4
edfxtp,26
nor4,3
a31oi,2
inv,8
nand2,17
o21a,2
xnor2,8
ha,8
mux2i,2
and2,2
==> area by class of cell <==
cell class / count / share of cell area, %
clock buffers: 3 / 2.16
clock inverters: 1 / 1.57
inverters: 8 / 1.57
multi-input cells: 117 / 41.6
flip-flops and latches: 28 / 42.9
well taps: 70 / 4.58
repair buffers: 11 / 5.63
==> final timing paths <==
check,start,end,slack (ns),cells past startpoint
max reg2reg,counter_RX[2]$_DFFE_PP_,byte_recv_reg[4]$_SDFFCE_PP0P_,3.18,4
max,counter_RX[2]$_DFFE_PP_,byte_recv_reg[4]$_SDFFCE_PP0P_,3.18,4
min reg2reg,data_in_reg_1$_DFF_P_,data_in_reg_2$_DFF_P_,0.33,0
min,data_in_reg_1$_DFF_P_,data_in_reg_2$_DFF_P_,0.33,0
==> logic make-up after synthesis <==
group                    synth area share (%)
AND/OR/NAND/NOR                          23.4
multiplexers                             1.20
XOR/XNOR                                 5.78
flip-flops                               49.2
AND-OR/OR-AND                            11.3
adder cells (fa/ha/maj)                  6.01
buffers and inverters                    3.08
==> metrics by stage <==
step / instance area (µm²) / cells / hold slack (ns) / worst slack, ns / utilization (%)
6_report: 1910 / 238 / 0.333 / 3.18 / 36.5
5_1_grt: 1910 / 238 / 0.340 / 3.04 / 36.5
4_1_cts: 1910 / 238 / 0.339 / 3.18 / 36.5
3_5_place_dp: 1840 / 234 / 0.314 / 3.15 / 35.1
3_3_place_gp: 1840 / 234 / 0.311 / 3.22 / 35.1
2_1_floorplan: 1670 / 158 / 0.310 / 3.48 / -
==> power by group through the flow <==
stage	sequential (µW)	clock, µW	combinational [µW]
4_1_cts	540	169	540
6_report	542	160	534
5_1_grt	561	173	608
No activity file was given, so power comes from the tool's default toggle rates.
